## ./config.mk

```make
export PLATFORM = sky130hd
export DESIGN_NAME = topAPB
export DESIGN_NICKNAME = topAPB
export VERILOG_FILES = /design/flow/design.v
export SDC_FILE = /design/flow/constraint.sdc
export NUM_CORES = 4
export LEC_CHECK = 1
export CORE_UTILIZATION = 40
export SYNTH_MEMORY_MAX_BITS = 65536
```

## ./constraint.sdc

```tcl
current_design topAPB

set clk_period 82.6
set clk_io_pct 0.2

create_clock -name clk0 -period $clk_period [get_ports {PCLK}]

set non_clock_inputs [all_inputs -no_clocks]
set_input_delay [expr $clk_period * $clk_io_pct] -clock clk0 $non_clock_inputs
set_output_delay [expr $clk_period * $clk_io_pct] -clock clk0 [all_outputs]
```

## ./design.v

```verilog
module apbMUX
	#(parameter DATAWIDTH = 32)(
	input PSEL1in,PSEL2in,
	input PREADY1,PREADY2,
	input [DATAWIDTH-1:0]PRDATAin1,PRDATAin2,
	output reg PSEL1out,PSEL2out,
	output reg [DATAWIDTH-1:0]PRDATAout,
	output reg PREADY
	);
	always@(*)begin
		case({PSEL1in,PSEL2in})
			2'b10:begin
				{PSEL1out,PSEL2out} = 2'b10;
				PRDATAout = PRDATAin1;
				PREADY = PREADY1;
				end
			2'b01:begin
				{PSEL1out,PSEL2out} = 2'b01;
				PRDATAout = PRDATAin2;
				PREADY = PREADY2;
				end
			default:begin
				{PSEL1out,PSEL2out} = 2'b00;
				PRDATAout = 'b0;
				PREADY = 'b0;
				end
		endcase
	end
endmodule
module apbMaster
	#(parameter ADDWIDTH = 8, DATAWIDTH = 32)(
	input PCLK,
	input PRESETn,
	input PWRITEin,
	input transfer,
	input [ADDWIDTH:0]PADDRin,
	input [DATAWIDTH-1:0]PWDATAin,
	input [(DATAWIDTH/8)-1:0]PSTRBin,
	input PREADY,
	input [DATAWIDTH-1:0]PRDATAin,
	output [DATAWIDTH-1:0]PRDATAout,
	output reg PSEL1,PSEL2,
	output reg PENABLE,
	output PWRITEout,
	output [DATAWIDTH-1:0]PWDATAout,
	output [(DATAWIDTH/8)-1:0]PSTRBout,
	output [ADDWIDTH-1:0]PADDRout
	);
	localparam IDLE = 'd0, SETUP = 'd1, ACCESS = 'd2;
	reg [1:0] currentState, nextState;
	always@(posedge PCLK)begin
		if(!PRESETn)
			currentState <= IDLE;
		else 
			currentState <= nextState;
	end
	always@(*)begin
		case(currentState)
			IDLE:begin
					if(transfer)
						nextState <= SETUP;
					else 
						nextState <= currentState;
				end
			SETUP: nextState <= ACCESS;
			ACCESS:begin
					if(PREADY == 1'b0)
						nextState <= currentState;
					else if(PREADY == 1'b1 && transfer == 1'b1)
						nextState <= SETUP;
					else 
						nextState <= IDLE;
				end
			default: nextState <= IDLE;
		endcase
	end
	always@(*)begin
		case(currentState)
			IDLE:begin
					{PSEL1,PSEL2} = 2'b00;
					PENABLE = 1'b0;
				end
			SETUP:begin
					{PSEL1,PSEL2} = PADDRin[ADDWIDTH]? 2'b01 : 2'b10 ;
					PENABLE = 1'b0;
				end
			ACCESS:begin
					{PSEL1,PSEL2} = PADDRin[ADDWIDTH]? 2'b01 : 2'b10 ;
					PENABLE = 1'b1;
				end
			default:begin
					{PSEL1,PSEL2} = 2'b00;
					PENABLE = 1'b0;
				end
		endcase
	end
	assign PRDATAout = PRDATAin;
	assign PWRITEout = PWRITEin;
	assign PWDATAout = PWDATAin;
	assign PSTRBout = PSTRBin;
	assign PADDRout = PADDRin[ADDWIDTH-1:0];
endmodule
module slave1
	#(parameter ADDWIDTH = 8, DATAWIDTH = 32)(
	input PCLK,
	input PRESETn,
	input PSEL,
	input PWRITE,
	input PENABLE,
	input [ADDWIDTH-1:0]PADDR,
	input [(DATAWIDTH/8)-1:0]PSTRB,
	input [DATAWIDTH-1:0]PWDATA,
	output PREADY,
	output reg[DATAWIDTH-1:0]PRDATA
	);
	reg [DATAWIDTH-1:0]mem[0:(2**ADDWIDTH)-1];
	integer i;
	always@(posedge PCLK)begin
		if(PRESETn && PSEL && PENABLE && PWRITE) begin
			for(i = 0; i < (DATAWIDTH/8); i = i +1)begin
				if(PSTRB[i]) mem[PADDR][(i*8)+:8] <= PWDATA[(i*8)+:8];
			end
		end
	end
	always@(posedge PCLK)begin
		if(!PRESETn)begin
			PRDATA <= 'b0;
		end
		else begin
			if(PSEL && PENABLE && !PWRITE)
				PRDATA <= mem[PADDR];
			else
				PRDATA <= 'b0;
		end
	end
	assign PREADY = PSEL && PENABLE;
endmodule
module slave2
	#(parameter ADDWIDTH = 8, DATAWIDTH = 32)(
	input PCLK,
	input PRESETn,
	input PSEL,
	input PWRITE,
	input PENABLE,
	input [ADDWIDTH-1:0]PADDR,
	input [(DATAWIDTH/8)-1:0]PSTRB,
	input [DATAWIDTH-1:0]PWDATA,
	output reg PREADY,
	output reg[DATAWIDTH-1:0]PRDATA
	);
	reg [DATAWIDTH-1:0]mem[0:(2**ADDWIDTH)-1];
	reg temp1_PREADY,temp2_PREADY,temp3_PREADY;
	always@(posedge PCLK)begin
		if(PRESETn && PSEL && PENABLE && PWRITE) begin
			if(PSTRB[0]) mem[PADDR][7:0] <= PWDATA[7:0];
			if(PSTRB[1]) mem[PADDR][15:8] <= PWDATA[15:8];
			if(PSTRB[2]) mem[PADDR][23:16] <= PWDATA[23:16];
			if(PSTRB[3]) mem[PADDR][31:24] <= PWDATA[31:24];
		end
	end
	always@(posedge PCLK)begin
		if(!PRESETn)begin
			PRDATA <= 'b0;
		end
		else begin
			if(PSEL && PENABLE && !PWRITE)
				PRDATA <= mem[PADDR];
			else
				PRDATA <= 'b0;
		end
	end
	always@(posedge PCLK)begin
		if(PSEL && PENABLE)begin
			temp1_PREADY <= 1'b1;
			temp2_PREADY <= temp1_PREADY;
			temp3_PREADY <= temp2_PREADY;
			PREADY <= temp3_PREADY;
		end
		else begin
			temp1_PREADY <= 1'b0;
			temp2_PREADY <= 1'b0;
			temp3_PREADY <= 1'b0;
			PREADY <= 1'b0;
		end
	end
endmodule
module topAPB
	#(parameter ADDWIDTH = 8, DATAWIDTH = 32) (
    input PCLK,
    input PRESETn,
    input PWRITE,
    input transfer,
    input [ADDWIDTH:0] PADDR,
    input [DATAWIDTH-1:0] PWDATA,
    input [(DATAWIDTH/8)-1:0] PSTRB,
    output [DATAWIDTH-1:0] PRDATA
);
    wire master_PSEL1, master_PSEL2;
    wire mux_PSEL1out, mux_PSEL2out;
    wire PENABLE;
    wire [DATAWIDTH-1:0] PWDATA_out, PRDATA_mux;
    wire [(DATAWIDTH/8)-1:0] PSTRB_out;
    wire [ADDWIDTH-1:0] PADDR_out;
    wire PWRITE_out;
    wire PREADY_mux;
    wire [DATAWIDTH-1:0] PRDATA1, PRDATA2;
    wire PREADY1, PREADY2;
    apbMaster #(ADDWIDTH, DATAWIDTH) master_inst (
        .PCLK(PCLK),
        .PRESETn(PRESETn),
        .PWRITEin(PWRITE),
        .transfer(transfer),
        .PADDRin(PADDR),
        .PWDATAin(PWDATA),
        .PSTRBin(PSTRB),
        .PREADY(PREADY_mux),         
        .PRDATAin(PRDATA_mux),       
        .PRDATAout(PRDATA),
        .PSEL1(master_PSEL1),
        .PSEL2(master_PSEL2),
        .PENABLE(PENABLE),
        .PWRITEout(PWRITE_out),
        .PWDATAout(PWDATA_out),
        .PSTRBout(PSTRB_out),
        .PADDRout(PADDR_out)
    );
    apbMUX #(DATAWIDTH) mux_inst (
        .PSEL1in(master_PSEL1),
        .PSEL2in(master_PSEL2),
        .PREADY1(PREADY1),
        .PREADY2(PREADY2),
        .PRDATAin1(PRDATA1),
        .PRDATAin2(PRDATA2),
        .PSEL1out(mux_PSEL1out),
        .PSEL2out(mux_PSEL2out),
        .PRDATAout(PRDATA_mux),
        .PREADY(PREADY_mux)
    );
    slave1 #(ADDWIDTH, DATAWIDTH) slave1_inst (
        .PCLK(PCLK),
        .PRESETn(PRESETn),
        .PSEL(mux_PSEL1out),
        .PWRITE(PWRITE_out),
        .PENABLE(PENABLE),
        .PADDR(PADDR_out),
        .PSTRB(PSTRB_out),
        .PWDATA(PWDATA_out),
        .PREADY(PREADY1),
        .PRDATA(PRDATA1)
    );
    slave2 #(ADDWIDTH, DATAWIDTH) slave2_inst (
        .PCLK(PCLK),
        .PRESETn(PRESETn),
        .PSEL(mux_PSEL2out),
        .PWRITE(PWRITE_out),
        .PENABLE(PENABLE),
        .PADDR(PADDR_out),
        .PSTRB(PSTRB_out),
        .PWDATA(PWDATA_out),
        .PREADY(PREADY2),
        .PRDATA(PRDATA2)
    );
endmodule
```

## ./run.sh

```bash
#!/bin/bash
# OpenROAD 26Q1-2900-gdf79404cd8, Yosys 0.63+post, stock flow scripts
make -C /OpenROAD-flow-scripts/flow DESIGN_CONFIG=/design/flow/config.mk WORK_HOME=/design/flow/orfs finish
```

==> reports/writeup.txt <==
The flow ran to the end, but the final reports show violations. The checks that failed: capacitance limit, slew limit. Per the run report, area growth between synthesis and finish was 13.3%. Primary flip-flop cell chosen by synthesis mapping: sky130_fd_sc_hd__edfxtp_1.

Power comes to 17.1 mW. The floorplan step defined a die boundary enclosing 1580000 um^2. The tools report the destination of the worst register-to-register timing path as slave2_inst.mem[86][31].

For this design, Yosys synthesis ends with a cell count of 31000. The peak per-stage delay on the critical path works out to 0.78 ns. The worst setup path is launched from a primary input. The worst hold path terminates at slave2_inst.temp2_PREADY. The most frequent standard cell in the layout excluding fill and tap cells is sky130_fd_sc_hd__edfxtp_1. With the post-cts hold buffer count at 0, the number of endpoints with negative hold slack in the final report is 0. Synthesis produced 31000 cells.

With the endpoint required time on the critical path at 66.08 ns, the number of distinct standard cells referenced by the synthesized netlist is 51. The setup check on the worst reg-to-reg path leaves a slack of 77.86 ns. The synthesized netlist occupies a cell area of 630000 um^2. The cell with the biggest individual delay on the critical path is sky130_fd_sc_hd__nor2b_4. Entering global routing, the biggest net connects 137 pins. The proportion of register bits with asynchronous set or reset after synthesis is 0%. The run gives 0 ns as the total negative slack for setup checks. Across all setup checks in the final design, the least slack found is 46.64 ns.

The number of cells upsized or downsized after cts was 0. The routed layout has 315000 vias. The reg-to-reg critical path startpoint is master_inst.currentState[1]. In this run the most critical hold path is launched from slave2_inst.temp1_PREADY.

The tally of yosys warning messages was 4; the largest driver fanout on the critical path was 24. Dividing total power by cell area gives a power density of 24.0 nW/um^2. The initialized floorplan defines 460 standard-cell rows. Looking at the post-CTS report, the setup buffer insertion count equals 0. The tools report the count of antenna-violating nets left after detailed routing as 0. The number of global-route vias before repair is 340000, and the synthesized area divided by synthesized cell count is 20.3 um^2. Counting the buffers created by CTS gives 1693.

Before placement the cells fill 40.1% of the core. For the worst setup path, the data arrival time is 19.44 ns. The die is 1260 um wide.

Sequential cells were found to cover 78.3% of the synthesized design area. The synthesis-stage register bit count came out at 16500. Per the gpl log, the routability congestion estimate is 0.941. Along the critical path, the tally of buffer and inverter instances is 4. The number of remaining DRC errors came out at 0. The initial antenna violation count is 214, and the cell depth of the worst min-delay path is 1. TritonCTS built the clock tree.

The largest clock skew in the final design is 0.230 ns. The final layout report lists a filler cell count of 127000. In this run the critical path is formed by clkdlybuf4s50_1, nor2b_4, buf_4, buf_4, a22o_1, clkdlybuf4s50_1.

CTS reports a maximum clock tree buffer depth of 6. STA classifies the critical path endpoint as an output port. The worst register-to-register path depth is 9. The most common logic cells in the final layout are sky130_fd_sc_hd__edfxtp_1, sky130_fd_sc_hd__mux2i_1, sky130_fd_sc_hd__mux4_2. Grouping stages by cell kind, the critical path spends the most delay in buffers and inverters.

The floorplan step set the die height to 1260 um. The root buffer cell is sky130_fd_sc_hd__clkbuf_16. The clock H-tree reported by CTS has 7 levels. The script logs the ratio of routed vias to standard cells as 5.71. The first global-routing pass estimated 2540000 um of wire. The critical path is of the in -> out type. The run gives 1820000 um as the overall routed net length. Port buffering added 80 buffers. In this run the worst hold path is classified as reg -> reg.

The final report lists the setup-violating endpoint count as 0. Subtracting the final worst setup slack from the clock period gives 35.96 ns. The total global routing overflow was 0; the largest vdd supply drop was 0.0223 mV.

The HPWL reported at the end of detailed placement came out at 1180000 um. The run gives 630000 um^2 as the synthesized chip area reported by yosys. Setup repair after global routing left no endpoint under its margin. The highest clock rate this design can be run at is 0.0278 GHz.

For the pin with the worst max-slew slack, the measured transition is 1.69 ns. Clock-pin slew was measured on the worst setup and hold paths at 0.06 ns. The worst pin sits at a relative slew slack of -13.1%. The first detailed-routing pass took 6 iterations. Number of placed I/O pins: 81. The detailed router finished its first iteration with 22000 violations.

The number of sinks handled by clock tree synthesis came out at 16500. The total global routing track utilization was 25.2%; the area of the core was 1570000 um^2. Measured on the finished design, the core utilization comes to 45.5%. With the number of enable-type register cells in the synthesized netlist at 16400, the setup slack after placement is 46.55 ns.

In the final layout, the share of cells above drive strength 1 is 19.1%. The run gives 1 as the max capacitance violation total. For the worst-skew pair, the clock arrives at the later sink with an insertion delay of 1.33 ns. For this sky-water flow run, the detailed-routed wirelength per cell is reported as 33.1 um. In the finished design, the share of the clock period the worst path needs comes to 43.5%. Counting pins that exceed their max-slew limit in the final report gives 2. The tally of OpenROAD warnings is 54.

Static power due to leakage: 224 nW.
-- layer usage --
metal	track usage, %	up-vias	part of all wire (%)
met5	4.67	-	0.50
met4	11.3	367	5.6
met3	23.3	3615	20
met2	34.6	19900	45
met1	26.0	158000	29
li1	-	132000	-
-- worst max-delay path by stage --
stage,start,depth (start not counted),end
finish,PADDR[8],6,PRDATA[4]
global route,PADDR[8],6,PRDATA[5]
CTS,PADDR[8],6,PRDATA[4]
-- registers in the layout, summed over array words and instances, names as in the netlist --
signal / cells
slave1_inst.mem: 8192
slave2_inst.mem: 8192
slave1_inst.PRDATA: 32
slave2_inst.PRDATA: 32
master_inst.currentState: 3
slave2_inst.PREADY: 1
slave2_inst.temp1_PREADY: 1
slave2_inst.temp2_PREADY: 1
slave2_inst.temp3_PREADY: 1
-- cell type report --
| type | count | area [um^2] | area share [%] |
|---|---|---|---|
| inverters | 2 | 7.51 | 0.00105 |
| diodes | 691 | 1730 | 0.242 |
| flip-flops and latches | 16500 | 493000 | 69.1 |
| repair buffers | 1493 | 12100 | 1.69 |
| clock buffers | 2100 | 44700 | 6.26 |
| clock inverters | 885 | 7120 | 0.997 |
| multi-input cells | 12700 | 129000 | 18.1 |
| well taps | 20800 | 26000 | 3.64 |
-- kinds of logic after synthesis --
logic type	share of synthesized area, %
buf+inv	1.34
flops	78.3
compound gates	3.67
simple gates	2.63
mux	14.0
-- cells in the mapped netlist, types with 2 or more instances --
cell	number	area, um^2
sky130_fd_sc_hd__nor3_2	3	30.0
sky130_fd_sc_hd__inv_1	2	7.51
sky130_fd_sc_hd__buf_1	146	548
sky130_fd_sc_hd__mux4_2	2563	57700
sky130_fd_sc_hd__o22ai_1	1094	6840
sky130_fd_sc_hd__dfxtp_1	71	1420
sky130_fd_sc_hd__and3_1	172	1080
sky130_fd_sc_hd__buf_2	655	3280
sky130_fd_sc_hd__nand2_1	774	2910
sky130_fd_sc_hd__nor4_1	256	1600
sky130_fd_sc_hd__nand4b_1	4	35.0
sky130_fd_sc_hd__or2_1	41	257
sky130_fd_sc_hd__a211oi_1	87	653
sky130_fd_sc_hd__or3_1	25	156
sky130_fd_sc_hd__nor4bb_1	2	20.0
sky130_fd_sc_hd__or4_1	2	15.0
sky130_fd_sc_hd__nand2_2	3	18.8
sky130_fd_sc_hd__a21oi_1	5	25.0
sky130_fd_sc_hd__and2_1	9	56.3
sky130_fd_sc_hd__a22oi_1	1023	7680
sky130_fd_sc_hd__a221oi_1	510	4470
sky130_fd_sc_hd__o21ai_0	232	1160
sky130_fd_sc_hd__o21a_1	87	653
sky130_fd_sc_hd__edfxtp_1	16400	492000
sky130_fd_sc_hd__clkbuf_1	972	3650
sky130_fd_sc_hd__buf_6	37	417
sky130_fd_sc_hd__nor2b_1	11	68.8
sky130_fd_sc_hd__nand3_1	8	40.0
sky130_fd_sc_hd__buf_4	68	510
sky130_fd_sc_hd__nor3_1	14	70.1
sky130_fd_sc_hd__a22o_1	33	289
sky130_fd_sc_hd__nand4bb_1	3	33.8
sky130_fd_sc_hd__nand4_1	305	1910
sky130_fd_sc_hd__mux2i_1	3065	30700
sky130_fd_sc_hd__nand2b_1	9	56.3
sky130_fd_sc_hd__a21o_1	168	1260
sky130_fd_sc_hd__or2_2	2	12.5
sky130_fd_sc_hd__nor2_1	2170	8150
-- stage by stage --
| stage | area, um^2 | hold slack, ns | std cells |
|---|---|---|---|
| global route | 713000 | 0.490 | 54800 |
| detailed placement | 660000 | 0.457 | 51400 |
| finish | 714000 | 0.471 | 55100 |
| floorplan | 630000 | 0.436 | 31000 |
| CTS | 712000 | 0.474 | 54400 |
| global placement | 660000 | 0.455 | 51400 |
-- power breakdown --
group,total (mW),internal (mW),switching (mW)
sequential,9.18,9.18,0.00113
combinational,0.715,0.226,0.489
clock,7.22,4.16,3.06
Power figures rest on the tool's default switching activity, not on a simulated workload.
